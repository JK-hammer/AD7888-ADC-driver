### /design/flow/config.mk
export PLATFORM = sky130hd
export DESIGN_NAME = ADC_drive
export DESIGN_NICKNAME = ADC_drive
export VERILOG_FILES = /design/flow/design.v
export SDC_FILE = /design/flow/constraint.sdc
export NUM_CORES = 4
export LEC_CHECK = 1
export CORE_UTILIZATION = 30
### /design/flow/constraint.sdc
current_design ADC_drive

set clk_period 1.9
set clk_io_pct 0.2

create_clock -name clk0 -period $clk_period [get_ports {i_sclk}]

set non_clock_inputs [all_inputs -no_clocks]
set_input_delay [expr $clk_period * $clk_io_pct] -clock clk0 $non_clock_inputs
set_output_delay [expr $clk_period * $clk_io_pct] -clock clk0 [all_outputs]
### /design/flow/design.v
`timescale 1ns/1ns
    module ADC_drive(
    input  i_sclk,                
    input  i_rst_n,
    input  i_spi_din,            
    output o_spi_cs,             
    output o_spi_dout,           
    output o_sclk,               
    input  i_wr_en,              
    output o_wr_done,            
    input  i_rd_en,              
    output o_rd_done,            
    output [15:0] o_rd_data      
    );
assign o_sclk = i_sclk;
    reg r_cs_n;
    reg r_wr_en;
    reg [4:0] r_cnt;
    reg [16:0] r_channel;
    reg [15:0] r_data_buffer;
    reg [15:0] r_data;
    reg r_rd_en_d1;
    reg r_rd_en_d2;
    always @(posedge i_sclk or negedge i_rst_n)begin
        if(!i_rst_n)
            r_wr_en <= 1'b0;
        else if(i_wr_en)
            r_wr_en <= 1'b1;
        else if(r_cnt == 5'd15)
            r_wr_en <= 1'b0;
        else
            r_wr_en <= r_wr_en;
    end
    always @(negedge i_sclk or negedge i_rst_n)begin
        if(!i_rst_n)
            r_cs_n <= 1'b1;
        else if(r_wr_en && (r_cnt == 5'd0))
            r_cs_n <= 1'b0;
        else if(!r_wr_en && (r_cnt == 5'd16))
            r_cs_n <= 1'b1;
        else
            r_cs_n <= r_cs_n;
    end
    assign o_spi_cs = r_cs_n;
    always @(posedge i_sclk or negedge i_rst_n)begin
        if(!i_rst_n)
            r_cnt <= 5'd0;
        else if(r_wr_en)
            r_cnt <= r_cnt + 1'b1;
        else if(r_cnt == 5'd16)
            r_cnt <= 5'd0;
    end
    assign o_wr_done = (r_cnt == 5'd16) ? 1'b1 : 1'b0;
    reg [4:0]r_cnt_n;
    always @(negedge i_sclk or negedge i_rst_n)begin
        if(!i_rst_n)
            r_cnt_n <= 5'd0;
        else if(r_wr_en)
            r_cnt_n <= r_cnt_n + 1'b1;
        else if(r_cnt_n == 5'd16)
            r_cnt_n <= 5'd0;
    end
    always @(posedge i_sclk or negedge i_rst_n)begin
        if(!i_rst_n)
            r_channel <= 17'd0;
        else
            r_channel <= {8'b00000100,9'b0};  
    end
    assign o_spi_dout = (r_cnt_n >= 1) ? r_channel[17-r_cnt_n] : 1'b0;
    always @(posedge i_sclk or negedge i_rst_n)begin
        if(!i_rst_n)
            r_data_buffer <= 16'd0;
        else if(r_wr_en)
            r_data_buffer <= {r_data_buffer[14:0],i_spi_din};
        else
            r_data_buffer <= r_data_buffer;
    end
    always @(posedge i_sclk or negedge i_rst_n)begin     
        if(!i_rst_n)
            r_data <= 16'd0;
        else if(i_rd_en)
            r_data <= r_data_buffer;
        else
            r_data <= r_data;
    end
    assign o_rd_data = r_data;
    always @(posedge i_sclk or negedge i_rst_n)begin
        if(!i_rst_n)begin
            r_rd_en_d1 <= 1'b0;
            r_rd_en_d2 <= 1'b0;
        end
        else begin
            r_rd_en_d1 <= i_rd_en;
            r_rd_en_d2 <= r_rd_en_d1;
        end
    end
    assign o_rd_done = r_rd_en_d2;
    endmodule
### /design/flow/run.sh
#!/bin/bash
# OpenROAD 26Q1-2900-gdf79404cd8, Yosys 0.63+post, stock flow scripts
make -C /OpenROAD-flow-scripts/flow DESIGN_CONFIG=/design/flow/config.mk WORK_HOME=/design/flow/orfs finish
==> notes.md <==
yosys + openroad results -> status finished with violations, violations in the final reports setup timing, chip area line of the yosys report 0.00197 sq mm, later-pin clock latency in the skew report 0.46 ns, Arr. time, crit path 2.74 ns, final std cells w/o fill 275, number of warnings in the stage logs 34, share of power burned in the clock network 0.190, Critical Setup Path Class flip-flop to output port, total number of vias 1,243, power per cell area 1560 mW/mm^2, final tally of setup violations 3, CP Cell Sequence inv_2, ha_4, a211o_1, a2111oi_4, buf_2, total antenna diodes in the routed design 0, fraction of post-synthesis cell area in the top cell type by area 0.521, worst hold path class input pin to async pin, Worst path max stage delay 0.42 ns, tally of yosys warning messages 1, remaining number of nets flagged by the antenna check after routing 0, Synth flops 47, Worst Setup SP r_cnt_n[1], Distinct cells, synth 31, placeable core region 0.00635 sq mm, synthesized cell area 0.00197 sq mm, total instance count after detailed placement 256, VDD IR max 0.863 mV, clock slew at the register clock pins of the worst setup and hold paths 0.09 ns, fraction of final layout cells sized beyond drive strength 1 0.439, average detailed-routed wire length per instance 12.0 um, number of port buffers 25, overall die height 83.0 um, die boundary width 83.0 um, initial antenna violation count 0, Setup TNS -1.85 ns, Post-Route WL 3.31 mm, CP startpoint kind flip-flop, number of primary I/O pins 26, residual DRC count 0, CP Capture Type output port, Area Growth Syn to Fin 35.1%, number of search-and-repair iterations in the first detailed-routing pass 2, number of global-route vias before repair 1,231, average footprint of a synthesized cell 14.0 sq um, total of fill cells in the finished design 563, Slew Viols, Final 0, power dissipated by switching net loads 0.00120 W, max-cap violations 0, Final Util 0.419, total number of placement rows 29, fraction of power consumed by combinational cells 0.394, hold buffer count at CTS 0, Final Hold Slack 0.0947 ns, Data required, critical path 1.52 ns, leakage dissipation 1.18 nW, number of enable-type register cells in the synthesized netlist 0, wire length of the first global-routing pass 5.64 mm, number of cell instances after yosys synthesis 141, post-synthesis cell type with the largest combined area sky130_fd_sc_hd__dfrtp_1, Seq/Total Area, Yosys 0.598, Int Power 0.00294 W, fraction of power consumed by sequential logic 0.416, dominant cells by area after synthesis sky130_fd_sc_hd__dfrtp_1 52%, sky130_fd_sc_hd__mux2_2 19%, sky130_fd_sc_hd__dfrtn_1 6.4%, Initial Util 0.310, largest net degree at the start of global routing 26, async set-or-reset flop fraction in the synthesized netlist 1.00, overall routing resource usage 0.102, routability-driven placement congestion ratio 0.758, RSZ-0062 raised after global routing true, Switching Fraction 0.290, global-route congestion overflow total 0, drt initial violations 13, Post-Route Skew 0.0674 ns, slowest cell on the critical path sky130_fd_sc_hd__dfrtn_1, number of failing hold endpoints at the final stage 0, min setup slack post-route -1.22 ns, clock tree from TritonCTS done, top_reg_cell synth sky130_fd_sc_hd__dfrtp_1, crit path max fanout 4, post-layout total power 0.00414 W, Die Footprint 0.00689 sq mm, Vias/cell 4.52, HPWL after DPL 2.14 mm, synthesized instance count 141, RR Startpoint r_cnt[1]
==> what timing repair did <==
| action | 4_1_cts | 5_1_grt |
|---|---|---|
| endpoints found under the setup margin | 5 | 5 |
| setup buffers | 6 | 4 |
| pin swaps | 2 | 5 |
| gates resized | 15 | 11 |
| gates cloned | 0 | 0 |
==> power by group through the flow <==
stage	clock [W]	sequential, W	combinational [W]
global route	0.000865	0.00179	0.00180
CTS	0.000829	0.00172	0.00153
finish	0.000788	0.00172	0.00163
==> final timing paths <==
check                                    endpoint  depth (start not counted)  slack [ns]
worst max-delay path                   o_spi_dout                          5       -1.22
worst min-delay path            r_data_buffer[14]                          2        0.09
worst max register to register             r_cs_n                          6       -0.14
worst min register to register         r_rd_en_d2                          0        0.36
max in group asynchronous                  r_cs_n                          1        0.95
min in group clk0                      r_rd_en_d2                          0        0.36
==> placed cells by master (no fill, tap or decap), types with 2 or more instances in the layout <==
cell                              count
sky130_fd_sc_hd__inv_1                5
sky130_fd_sc_hd__buf_2                4
sky130_fd_sc_hd__clkinv_4             2
sky130_fd_sc_hd__nand3_1              2
sky130_fd_sc_hd__clkbuf_8             8
sky130_fd_sc_hd__nand2_1              7
sky130_fd_sc_hd__ha_4                 3
sky130_fd_sc_hd__dfrtp_1             41
sky130_fd_sc_hd__inv_2                4
sky130_fd_sc_hd__mux2_2              33
sky130_fd_sc_hd__dfrtn_1              5
sky130_fd_sc_hd__buf_4               27
sky130_fd_sc_hd__nor2_1               2
sky130_fd_sc_hd__clkdlybuf4s50_1     20
sky130_fd_sc_hd__xnor2_1              4
sky130_fd_sc_hd__o31ai_1              2
sky130_fd_sc_hd__ha_1                 5
sky130_fd_sc_hd__nand2b_1             2
==> metrics by stage <==
stage               cell area [sq um]  worst slack (ns)
floorplan                        1970            -0.656
global placement                 2420             -1.17
detailed placement               2420             -1.19
CTS                              2600             -1.27
global route                     2660             -1.30
finish                           2660             -1.22
==> synthesized netlist by cell type, types with 2 or more instances <==
| cell type | instances |
|---|---|
| sky130_fd_sc_hd__buf_2 | 4 |
| sky130_fd_sc_hd__nand2_1 | 7 |
| sky130_fd_sc_hd__o21ai_0 | 2 |
| sky130_fd_sc_hd__nand2b_1 | 2 |
| sky130_fd_sc_hd__nor2_1 | 3 |
| sky130_fd_sc_hd__mux2_2 | 33 |
| sky130_fd_sc_hd__o31ai_1 | 2 |
| sky130_fd_sc_hd__xnor2_1 | 4 |
| sky130_fd_sc_hd__inv_1 | 9 |
| sky130_fd_sc_hd__dfrtp_1 | 41 |
| sky130_fd_sc_hd__dfrtn_1 | 5 |
| sky130_fd_sc_hd__ha_1 | 9 |
| sky130_fd_sc_hd__nand3_1 | 2 |
==> kinds of logic (layout without fill, tap and decap cells) <==
group	count (synthesis)	after routing	synth area share
AND/OR/NAND/NOR	21	21	0.0597
XOR/XNOR	4	4	0.0178
AND-OR/OR-AND	10	10	0.0388
other	1	1	0.00190
buffers and inverters	15	72	0.0330
flip-flops	47	47	0.598
multiplexers	34	34	0.194
adder cells (fa/ha/maj)	9	9	0.0572
==> registers in the layout, indices dropped and copies added, names as in the netlist <==
register / cells
r_channel: 1
r_rd_en_d1: 1
r_cnt: 5
r_cnt_n: 5
r_data: 16
r_cs_n: 1
r_wr_en: 1
r_rd_en_d2: 1
r_data_buffer: 16
==> metal layers <==
layer,vias up,routed length (um),global-route usage
li1,600,-,-
met1,607,1660,0.161
met2,27,1370,0.140
met3,9,228,0.0353
met4,0,46,0.0204
met5,-,0,0
==> layout make-up <==
| type | count | area, sq um | area share |
|---|---|---|---|
| multi-input combinational | 79 | 791 | 0.297 |
| clock buffer | 10 | 123 | 0.0461 |
| timing repair buffer | 51 | 423 | 0.159 |
| inverter | 8 | 30.0 | 0.0113 |
| clock inverter | 3 | 21.3 | 0.00799 |
| sequential | 47 | 1180 | 0.442 |
| tap | 77 | 96.3 | 0.0362 |
==> worst max-delay path: cells and delay by family, from the launching register on <==
| family | cells | cell delay, ns |
|---|---|---|
| fa+ha+maj | 1 | 0.15 |
| compound gates | 2 | 0.59 |
| buf+inv | 2 | 0.21 |
| flops | 1 | 0.42 |
Power figures rest on the tool's default switching activity, not on a simulated workload.
